### run.sh
#!/bin/bash
# OpenROAD 26Q1-2900-gdf79404cd8, Yosys 0.63+post, stock flow scripts
make -C /OpenROAD-flow-scripts/flow DESIGN_CONFIG=/design/flow/config.mk WORK_HOME=/design/flow/orfs finish
### config.mk
export PLATFORM = sky130hd
export DESIGN_NAME = trafficTop
export DESIGN_NICKNAME = trafficTop
export VERILOG_FILES = /design/flow/design.v
export SDC_FILE = /design/flow/constraint.sdc
export NUM_CORES = 4
export LEC_CHECK = 1
export CORE_AREA = 10 10 95 95
export DIE_AREA = 0 0 105 105
### constraint.sdc
current_design trafficTop

set clk_period 2.1
set clk_io_pct 0.2

create_clock -name clk0 -period $clk_period [get_ports {clk}]

set non_clock_inputs [all_inputs -no_clocks]
set_input_delay [expr $clk_period * $clk_io_pct] -clock clk0 $non_clock_inputs
set_output_delay [expr $clk_period * $clk_io_pct] -clock clk0 [all_outputs]
### design.v
`default_nettype none
module clock
(
    input logic clk,
    input logic reset, 
    input logic [5:0] counter,
    input logic PED, 
    input logic [2:0] mainTrafficIn,
    input logic [2:0] sideTrafficIn,
    output logic enable
);
    logic [2:0] mainCurrent, mainNext;
    logic [2:0] sideCurrent, sideNext;
    logic mGTs;
    logic mLTs;
    assign mainNext = (counter == 6'd0) ? mainTrafficIn : mainCurrent;
    assign sideNext = (counter == 6'd0) ? sideTrafficIn : sideCurrent;
    reg3 mainReg (.clk(clk), .reset(reset),
                  .d(mainNext), .q(mainCurrent));
    reg3 sideReg (.clk(clk), .reset(reset),
                  .d(sideNext), .q(sideCurrent));
    trafficComp comp (.m(mainCurrent),
                      .s(sideCurrent),
                      .mGTs(mGTs),
                      .mLTs(mLTs));
always_comb begin
    enable = 1'b0;
    if (PED) begin
        if (mGTs)
            enable = (counter == 6'd14 ||
                      counter == 6'd16 ||
                      counter == 6'd18 ||
                      counter == 6'd24 ||
                      counter == 6'd26 ||
                      counter == 6'd28 ||
                      counter == 6'd38);
        else if (mLTs)
            enable = (counter == 6'd10 ||
                      counter == 6'd12 ||
                      counter == 6'd14 ||
                      counter == 6'd28 ||
                      counter == 6'd30 ||
                      counter == 6'd32 ||
                      counter == 6'd42);
        else 
            enable = (counter == 6'd10 ||
                      counter == 6'd12 ||
                      counter == 6'd14 ||
                      counter == 6'd24 ||
                      counter == 6'd26 ||
                      counter == 6'd28 ||
                      counter == 6'd38);
    end
    else begin
        if (mGTs)
            enable = (counter == 6'd14 ||
                      counter == 6'd16 ||
                      counter == 6'd18 ||
                      counter == 6'd24 ||
                      counter == 6'd26 ||
                      counter == 6'd28);
        else if (mLTs)
            enable = (counter == 6'd10 ||
                      counter == 6'd12 ||
                      counter == 6'd14 ||
                      counter == 6'd28 ||
                      counter == 6'd30 ||
                      counter == 6'd32);
        else 
            enable = (counter == 6'd10 ||
                      counter == 6'd12 ||
                      counter == 6'd14 ||
                      counter == 6'd24 ||
                      counter == 6'd26 ||
                      counter == 6'd28);
    end
end
endmodule
`default_nettype none
module reg3(
    input logic [2:0] d,
    input logic reset,
    input logic clk,
    output logic [2:0] q
    );
    always_ff @(posedge clk or posedge reset)
        if (reset)
            q <= 3'd0;
        else
            q <= d;
endmodule
`default_nettype none
module sixbitcounter(
    input  wire clk,     
    input  wire reset,
    output reg  [5:0] Q
);
    reg [5:0] nextQ;
    always_comb begin
        nextQ[5] = Q[5] ^ (Q[4] & Q[3] & Q[2] & Q[1] & Q[0]);
        nextQ[4] = Q[4] ^ (Q[3] & Q[2] & Q[1] & Q[0]);
        nextQ[3] = Q[3] ^ (Q[2] & Q[1] & Q[0]);
        nextQ[2] = Q[2] ^ (Q[1] & Q[0]);
        nextQ[1] = Q[1] ^ Q[0];
        nextQ[0] = ~Q[0];
    end
    always_ff @(posedge clk) begin
        if (reset)
            Q <= 6'b000000;
        else
            Q <= nextQ;
    end
endmodule
`default_nettype none
module trafficComp(
    input logic [2:0] m,
    input logic [2:0] s,
    output logic mGTs,
    output logic mEQs,
    output logic mLTs
    );
    always_comb begin
        mGTs = (m > s);
        mEQs = (m == s);
        mLTs = (m < s);
    end
endmodule
`default_nettype none
module trafficLightSM (
    input logic pedButton,
    input logic clk,
    input logic en,
    input logic reset,
    output logic MG,
    output logic MY,
    output logic MR,
    output logic SG,
    output logic SY,
    output logic SR,
    output logic pedOn,
    output logic pedLight,
    output logic newCycle
);
    typedef enum logic[2:0] {
        GR = 3'b000,
        YR = 3'b001,
        RR1 = 3'b010,
        RG = 3'b011,
        RY = 3'b100,
        RR2 = 3'b101,
        PED = 3'b110
    } state;
    state Q = GR, nextQ;
    logic pedReq;
    always_ff @(posedge clk or posedge reset) begin
        if (reset)
            pedReq <= 1'b0;
        else if (Q == PED && en)
            pedReq <= 1'b0;
        else if (pedButton)
            pedReq <= 1'b1;
        else
            pedReq <= pedReq;
    end
    assign pedOn = pedReq;    
    always_ff @(posedge clk or posedge reset) begin
        if (reset)
            Q <= GR;
        else if (en)
            Q <= nextQ;
        else
            Q <= Q;
    end
    always_comb begin
        case (Q)
            GR: nextQ = YR;
            YR: nextQ = RR1;
            RR1: nextQ = RG;
            RG: nextQ = RY;
            RY: nextQ = RR2;
            RR2: nextQ = state'(pedReq ? PED : GR);
            PED: nextQ = GR; 
            default: nextQ = GR;
        endcase
    end
    always_comb begin
        MG = 1'b0;
        MY = 1'b0;
        MR = 1'b0;
        SG = 1'b0;
        SY = 1'b0;
        SR = 1'b0;
        pedLight = 1'b0;
        newCycle = 1'b0;
        case (Q)
            GR: begin
                MG = 1'b1;
                SR = 1'b1;
                newCycle = 1'b1;
            end
            YR: begin
                MY = 1'b1;
                SR = 1'b1;
            end
            RR1, RR2: begin
                MR = 1'b1;
                SR = 1'b1;
            end
            RG: begin
                MR = 1'b1;
                SG = 1'b1;
            end
            RY: begin
                MR = 1'b1;
                SY = 1'b1;
            end
            PED: begin
                MR = 1'b1;
                SR = 1'b1;
                pedLight = 1'b1;
            end
        endcase
    end
endmodule
`default_nettype none
module trafficTop(
  input logic clk,
  input logic reset,
  input logic pedButton,
  input logic [2:0] mainTrafficIn,
  input logic [2:0] sideTrafficIn,
  output logic MG,
  output logic MY,
  output logic MR,
  output logic SG,
  output logic SY,
  output logic SR,
  output logic pedLight
);
  logic [5:0] counter;
  logic enable;
  logic pedToggle;
  logic newCycle;
  trafficLightSM trafficStates(
      .pedButton (pedButton),
      .clk       (clk),
      .en        (enable),
      .reset     (reset),
      .MG        (MG),
      .MY        (MY),
      .MR        (MR),
      .SG        (SG),
      .SY        (SY),
      .SR        (SR),
      .pedLight  (pedLight),
      .pedOn     (pedToggle),
      .newCycle     (newCycle));
  logic newCycleCopy;
  logic newCycleDelay;
  always_ff @(posedge clk or posedge reset) begin
    if (reset) begin
      newCycleCopy <= 1'b1;
      newCycleDelay <= 1'b1;
    end
    else begin
      newCycleCopy <= newCycle;
      newCycleDelay <= newCycleCopy;
    end
  end
  wire counterReset = newCycleCopy & ~newCycleDelay;
  sixbitcounter trafficCounter(
    .clk(clk),
    .reset(reset | counterReset),
    .Q(counter));
  clock trafficClock(
    .clk(clk),
    .reset(reset),
    .counter(counter),
    .PED(pedToggle),
    .mainTrafficIn(mainTrafficIn),
    .sideTrafficIn(sideTrafficIn),
    .enable(enable));
endmodule
==> out/qor.log <==
INFO  run_status     outcome=finished, final reports clean
INFO  synthesis      ys_seq_share=41.0%
INFO  finish         layout_top_cells_excl_fill_tap=15 x clkdlybuf4s50_1, 9 x inv_1, 9 x nor2_1, 9 x dfrtp_1
INFO  route          drtAntennaViolNets=0
INFO  route          post_dr_vias_cell=3.61
INFO  floorplan      io_pins=16
INFO  finish         final_cells=219
INFO  clock_network  clock_tree.root_cell=clkbuf_8
INFO  floorplan      core.rowCount=30
INFO  synthesis      yosys.area.top_type_share=24.3%
INFO  finish         flop_area=424um^2
INFO  power_and_ir_drop p_total=1.70mW
INFO  synthesis      post_synth_inst_count=110
INFO  route          antenna_cells=0
INFO  synthesis      synthSimpleGateAreaFrac=20.1%
INFO  final_timing   grt_setup_unrepaired=false
INFO  final_timing   finalWorstSetupSlack=0.109ns
INFO  worst_setup_path timing.critical_path.required=1.68ns
INFO  synthesis      post_synth_ao_oa_area_fraction=15.2%
INFO  route          route.vias.total=791
INFO  floorplan      fp.coreArea=0.00691mm^2
INFO  floorplan      initial_core_util=14.9%
INFO  global_route   grt_busiest_layer=met2
INFO  synthesis      area_fraction_in_xor_and_xnor_cells=3.40%
INFO  clock_network  path_clk_slew=0.07ns
INFO  finish         post-route-util=19.4%
INFO  placement      detailed_place_hpwl=1510um
INFO  synthesis      synthDistinctLibCells=42
INFO  worst_setup_path slowest_delay=0.53ns
INFO  finish         fillCellCount=774
INFO  synthesis      mappedNetlistArea=0.00103mm^2
INFO  route          detailedRoute.firstPassIterationCount=4
INFO  final_timing   fmaxAchievable=0.502GHz
INFO  finish         post_route_cells_drive_above_1_share=16.3%
INFO  synthesis      topCombFamilyByArea=simple AND/OR/NAND/NOR gates
INFO  global_route   pin_count_of_the_biggest_net_entering_global_routing=13
INFO  synthesis      synth.largest_area_cell=dfrtp_1
INFO  route          wl_per_cell=9.49um
INFO  global_route   fraction_of_met2_tracks_used_by_global_routing=5.74%
INFO  finish         layout_top_cell_excl_fill_tap=clkdlybuf4s50_1
INFO  route          drt-initial-drc-count=53
INFO  placement      detailedPlace.worstSlack=0.147ns
INFO  final_timing   hold_violations=0
INFO  clock_network  numCtsBuffers=3
INFO  synthesis      ys_warn_count=6
INFO  synthesis      yosys.stat.chipArea=0.00103mm^2
INFO  global_route   grt_pass1_wl=3800um
INFO  route          route.detailed.drc=0
INFO  final_timing   setup_viol=0
INFO  worst_setup_path cp_num_buf_inv=1
INFO  global_route   grt_util_all_layers=3.97%
INFO  final_timing   drv_slew=0
INFO  final_timing   clock_skew=0.00587ns
INFO  worst_setup_path critical-path-slowest-cell=dfrtp_1
INFO  clock_network  post-cts-setup-buffers=0
INFO  floorplan      die_w=105um
INFO  synthesis      edf_count=0
INFO  global_route   number_of_antenna_violations_at_the_first_check_in_global_routing=0
INFO  placement      gp_congestion=0.794
INFO  worst_setup_path crit_chain=nand2_1, mux2_2, clkdlybuf4s50_1
INFO  clock_network  clk-insertion-delay-late=0.25ns
INFO  placement      port_buffers=15
INFO  global_route   grt_pass1_vias=783
INFO  synthesis      yosys.area_share.adder=7.28%
INFO  synthesis      ys_cells=110
INFO  clock_network  tritoncts_clock_tree=done
INFO  global_route   overflow_after_grt=0
INFO  clock_network  clock_tree.htree_level_count=1
INFO  power_and_ir_drop max-vdd-ir-drop=0.369mV
INFO  final_timing   share_of_the_clock_period_used_by_the_worst_path=94.8%
INFO  floorplan      chipHeight=105um
INFO  final_timing   finalHoldWorstSlack=0.367ns
INFO  final_timing   timing.setup.tns=0ns
INFO  flow_run       warnings=27
INFO  synthesis      synthTopCellsByArea=dfrtp_1 24%, dfxtp_1 12%, ha_1 7.3%
INFO  synthesis      dominantRegCellSynth=dfrtp_1
INFO  route          detailed_route_wl=2080um
INFO  placement      place.detailed.instances=215
INFO  finish         stdcell_area=0.00134mm^2
INFO  worst_setup_path cp_data_arrival_time=1.57ns
INFO  power_and_ir_drop power.leakage=0.501nW
INFO  synthesis      number_of_synthesized_register_bits=18
INFO  worst_setup_path critical_path_peak_fanout=11
INFO  power_and_ir_drop p_per_area=1270mW/mm^2
INFO  finish         area.growth.synth_to_final=30.2%
INFO  synthesis      mux_share=5.83%
INFO  flow_run       number_of_maximum_capacitance_constraint_violations=0
INFO  placement      placement.cell_area=0.00127mm^2
INFO  worst_setup_path family_with_the_most_delay_on_the_worst_path=flip-flops
INFO  worst_setup_path cp-start-kind=flip-flop
INFO  hold_path      hold_path.class=reg -> reg
INFO  clock_network  tritoncts_num_sinks=18
INFO  floorplan      chip_area=0.0110mm^2
INFO  worst_setup_path critPathKind=reg -> out
INFO  global_route   grt_use_met3=1.61%
INFO  final_timing   post-route-min-period=1.99ns
INFO  clock_network  max-clock-path-buffers=2
INFO  clock_network  postCtsHoldBufs=0
INFO  final_timing   timing.max_slew.rel_slack=68.2%
INFO  worst_setup_path cp-end-kind=output port
INFO  final_timing   tightestPinTransition=0.474ns
INFO  synthesis      ys_async_sr_fraction=66.7%
INFO  global_route   grt_use_met1=5.57%
INFO  finish         multi_input_comb_area=552um^2
INFO  synthesis      mapped_avg_cell_area=9.37um^2
-- state kept, by name, summed over array words and instances, names as in the netlist --
signal / flops
trafficCounter.Q: 6
trafficClock.mainReg.q: 3
trafficClock.sideReg.q: 3
trafficStates.Q: 3
newCycleCopy: 1
newCycleDelay: 1
trafficStates.pedReq: 1
-- layout make-up --
| type | instances | area share [%] |
|---|---|---|
| sequential | 18 | 31.6 |
| clock buffer | 4 | 4.10 |
| inverter | 9 | 2.52 |
| multi-input combinational | 76 | 41.1 |
| tap | 96 | 8.95 |
| timing repair buffer | 16 | 11.7 |
-- power by group --
group          total, mW  switching, mW  internal, mW
Combinational      0.812          0.351         0.461
Sequential         0.611          0.132         0.479
Clock              0.280          0.113         0.166
-- layer usage --
metal	vias up	routed length (um)	share of wire (%)
met2	20	865	42
met4	0	33	1.6
li1	405	-	-
met5	-	0	0
met3	2	141	6.8
met1	364	1040	50
-- Yosys cell counts, types with 2 or more instances --
library cell   n
dfrtp_1       10
inv_1          9
nor2_1         9
a21oi_1        6
dfxtp_1        6
ha_1           6
nand2_1        6
o21ai_0        6
mux2_2         4
clkbuf_1       3
nand4_1        3
xnor2_1        3
and2b_1        2
buf_2          2
dfstp_2        2
nand3_1        2
nand3b_1       2
nor3_1         2
nor3b_1        2
o21a_1         2
o22ai_1        2
-- worst reg2reg max path, stage by stage, from the launching register on --
cell and delay (ns):
dfxtp_1 0.34, inv_1 0.09, ha_2 0.21, a21oi_1 0.07, or4b_1 0.48, o21a_1 0.19
o21ai_2 0.10, nor2_2 0.08, mux2_4 0.29
-- repair_timing --
action | in CTS | in global routing
gates resized | 0 | 5
endpoints found under the hold margin | 0 | 0
setup endpoints to repair | 0 | 2
-- final timing paths --
path,from,end,slack [ns],depth (start not counted)
max,trafficStates.Q[1]$_DFFE_PP0N_,MR,0.11,3
min,newCycleCopy$_DFF_PP1_,newCycleDelay$_DFF_PP1_,0.37,0
max reg2reg,trafficCounter.Q[0]$_SDFF_PP0_,trafficStates.Q[0]$_DFFE_PP0N_,0.12,8
min reg2reg,newCycleCopy$_DFF_PP1_,newCycleDelay$_DFF_PP1_,0.37,0
max in group asynchronous,reset,newCycleDelay$_DFF_PP1_,1.40,3
min in group asynchronous,reset,trafficStates.Q[1]$_DFFE_PP0N_,0.47,3
-- kinds of logic (layout without fill, tap and decap cells) --
family / Yosys count / in the layout
flops: 18 / 18
buf+inv: 16 / 29
xor+xnor: 4 / 4
compound gates: 24 / 24
mux: 5 / 5
fa+ha+maj: 6 / 6
simple gates: 37 / 37
Power and IR drop assume default switching activity.
